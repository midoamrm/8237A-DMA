`/design/flow/design.v`:
```
module transferMode(DMA_data_bus_in , current_address, current_address_destination , mode_register , command_register , clk , DMA_data_bus , address_A , EOP , TC , control_bus,DACK0,DACK1,DACK2,DACK3);
input clk , TC ;   
input [7:0]mode_register;
input [7:0]command_register;
input [15:0]current_address,current_address_destination;
input [7:0]DMA_data_bus_in;	 
input DACK0,DACK1,DACK2,DACK3 ;
output reg [3:0]control_bus ;	 
output EOP;  
output reg[7:0]address_A;
output reg[7:0]DMA_data_bus;
reg[7:0]temporary_register; 
integer flag;  
initial
begin
flag=0;
end
always @(posedge clk)
begin
if(DACK0||DACK1||DACK2||DACK3) 
begin
if(command_register[0]==0 &&TC==0 &&mode_register[3]== 1 && mode_register[2]== 0 )
begin
control_bus = 4'b0110; 			 
address_A= current_address[7:0];
DMA_data_bus=current_address[15:8];
end
else if(command_register[0]==0 && TC==0 && mode_register[3]== 0 && mode_register[2]== 1)
begin
control_bus = 4'b1001; 			 
address_A= current_address[7:0];
DMA_data_bus=current_address[15:8];
end
else if(command_register[0]==1 && TC==0)
begin
if(flag==0)
begin
control_bus= 4'b1000;
address_A= current_address[7:0];
DMA_data_bus=current_address[15:8];
flag = 1;
end
else if(flag==1)begin temporary_register = DMA_data_bus_in ; flag = flag+1; end
else if(flag==2)
begin
control_bus= 4'b0100;
address_A= current_address_destination[7:0];
DMA_data_bus=current_address_destination[15:8];
flag = flag+1;
end
else if(flag==3) begin DMA_data_bus = temporary_register; flag=0; end
end
end  
end
endmodule
```
`/design/flow/constraint.sdc`:
```
current_design transferMode

set clk_period 7.9
set clk_io_pct 0.2

create_clock -name clk0 -period $clk_period [get_ports {clk}]

set non_clock_inputs [all_inputs -no_clocks]
set_input_delay [expr $clk_period * $clk_io_pct] -clock clk0 $non_clock_inputs
set_output_delay [expr $clk_period * $clk_io_pct] -clock clk0 [all_outputs]
```
`/design/flow/run.sh`:
```
#!/bin/bash
# OpenROAD 26Q1-2900-gdf79404cd8, Yosys 0.63+post, stock flow scripts
make -C /OpenROAD-flow-scripts/flow DESIGN_CONFIG=/design/flow/config.mk WORK_HOME=/design/flow/orfs finish
```
`/design/flow/config.mk`:
```
export PLATFORM = sky130hd
export DESIGN_NAME = transferMode
export DESIGN_NICKNAME = transferMode
export VERILOG_FILES = /design/flow/design.v
export SDC_FILE = /design/flow/constraint.sdc
export NUM_CORES = 4
export LEC_CHECK = 1
export CORE_UTILIZATION = 50
```
==> flow_summary.yaml <==
# generated from flow reports
outcome:
  result_of_the_run: "finished, final reports clean"
layout:
  multi_input_logic_area_um2: 897
  fill_cells: 353
  layout-area-overhead-vs-synth_pct: 36.4
  share_of_layout_cells_above_drive_strength_1: 0.149
  fin_cells: 352
  final-seq-area_um2: 1800
logic_synthesis:
  postSynthAreaPerCell_um2: 15.3
  synth.ff_latch_count: 60
  synth.yosys.chip_area_um2: 2710
  post_synth_inst_count: 177
  ys_seq_share: 0.666
  yosys_warnings: 2
  post_synth_edffs: 60
  postSynth.asyncResetShare: 0
  synthDistinctLibCells: 35
  ys_cells: 177
  post_syn_area_um2: 2710
  ys.flop_type: "edfxtp_1"
global_route:
  grt_pass1_vias: 1476
  grt_antenna_before_repair: 0
  global_route_wire_length_before_repair_um: 6690
  globalRouteOverflowTotal: 0
  grtUsageTotal: 0.172
  pin_count_of_the_biggest_net_entering_global_routing: 33
setup_path:
  cp_cell_sequence: "clkdlybuf4s50_1 -> xnor2_1 -> nor3_2 -> buf_4 -> a31o_4 -> nor2_1"
  crit_path_top_delay_cell: "nor2_1"
  critPathRequiredTime_ps: 7860
  path_max_fanout: 18
  startpoint_type_of_the_worst_setup_path: "primary input"
  worst_ep_arrival_time_ps: 3380
  crit_path_end_kind: "flop"
  worst-setup-path-type: "primary input to flop"
  crit_path_max_incr_delay_ps: 520
die:
  die_y_um: 75.6
  die_width_um: 75.6
  fp-utilization: 0.523
  dieArea_um2: 5710
  core_region_area_um2: 5170
  design.portCount: 83
  placement_rows: 26
route:
  antenna_left: 0
  post_drt_via_cell_ratio: 4.77
  first_pass_iters: 4
  drc: 0
  via_count: 1678
  route.antenna.diode_count: 0
  drt_iter0_drc: 114
  avgRoutedWirePerCell_um: 12.4
  final_routed_wirelength_um: 4370
power:
  peakVddDrop_mv: 0.133
  power.density_cell_area_nw_per_um2: 166
  power_leakage_nw: 1.30
clock_tree:
  number_of_buffers_between_clock_root_and_the_deepest_sink: 2
  tritoncts.num_buffers: 9
  h-tree-depth: 3
  clk_root_buffer_cell: "clkbuf_8"
  insertion_delay_ps: 330
  clkTransAtPathRegs_ps: 60
  cts_resized: 0
  ctsHoldBuffers: 0
  tritoncts_sinks: 60
  tritoncts: "yes"
  cts_setup_buffers: 0
job:
  maxCapViolations: 0
  warning_count: 42
final_timing:
  max_slew.worst_pin.slew_ps: 786
  finalWorstPathRequiredPeriod_ps: 3420
  slew_viol_final: 0
  relSlewSlack: 0.476
  maxClockFrequency_ghz: 0.293
  rsz0062_at_grt: "no"
  finClkSkew_ps: 6.70
  setup_total_negative_slack_ps: 0
  setup_violations: 0
  finalHoldViolCount: 0
  post-route-period-util: 0.433
placed_design:
  dp_hpwl_um: 3100
  placement.io_buffers: 68
  routabilityCongestion: 0.782
  placed_cells: 337
min_path:
  worstHoldPathType: "flop to flop"
-- registers in the layout, summed over array words and instances, names as in the netlist --
register,cells
flag,32
DMA_data_bus,8
temporary_register,8
address_A,8
control_bus,4
-- final cells by class --
type                            count  area share
Clock inverter                      6     0.00881
Timing Repair Buffer               71       0.191
Clock buffer                        9      0.0336
Sequential cell                    60       0.488
Multi-Input combinational cell    124       0.243
Tap cell                           70      0.0237
Inverter                           12      0.0122
-- path summary, 6_finish.rpt --
| check | startpoint | to | depth (start not counted) | slack [ps] |
|---|---|---|---|---|
| max | mode_register[3] | temporary_register[6] | 6 | 4480 |
| min | flag[2] | flag[2] | 2 | 710 |
| max reg2reg | flag[5] | flag[3] | 5 | 5180 |
| min reg2reg | flag[2] | flag[2] | 2 | 710 |
-- where the power goes --
group	switching [mW]	internal, mW	total [mW]
Clock	0.107	0.108	0.215
Sequential	0.000343	0.352	0.353
Combinational	0.0140	0.0306	0.0446
Total	0.122	0.491	0.613
-- cells in the mapped netlist, types with 3 or more instances --
library cell | n | share of area
mux2_2 | 7 | 0.029
a211o_1 | 9 | 0.029
a221oi_2 | 5 | 0.028
inv_1 | 12 | 0.017
nor4_2 | 7 | 0.032
clkbuf_1 | 3 | 0.0042
edfxtp_1 | 60 | 0.67
a221oi_1 | 3 | 0.0097
a21oi_1 | 3 | 0.0055
ha_1 | 4 | 0.018
nor2_1 | 17 | 0.024
buf_4 | 4 | 0.011
nor4_1 | 10 | 0.023
nor2b_1 | 8 | 0.018
-- critical path, delay by kind of cell --
family	cells	cell delay (ps)
buffers and inverters	2	640
AND/OR/NAND/NOR	2	580
AND-OR/OR-AND	1	320
XOR/XNOR	1	250
-- cell families (layout without fill, tap and decap cells) --
family,Yosys count,after routing,synth area share
and+or+nand+nor,56,56,0.141
adders and majority gates,4,4,0.0185
other,1,30,0.00139
DFF,60,60,0.666
xor gates and xnor gates,2,2,0.00647
AOI/OAI and AO/OA,24,24,0.0869
muxes,8,8,0.0347
buffers and inverters,22,98,0.0453
-- placed cells by master, fill, tap and decap left out, drive strengths merged, types with 3 or more instances in the layout --
master and instances:
inv 12, clkdlybuf4s50 68, nand4 3, nor2b 8, nor2 17, ha 4, clkinv 4, conb 30
mux2 8, a21oi 3, clkbuf 9, a211o 9, buf 3, nor4 17, edfxtp 60, a221oi 8
-- metal layers --
metal	up-vias	track usage	share of wire
li1	867	-	-
met3	9	0.0389	0.066
met4	0	0.0370	0.018
met2	58	0.249	0.45
met1	744	0.302	0.47
met5	-	0	0
-- metrics by stage --
stage                     utilization  cell area (um2)  total power, mW  setup slack, ps  hold WS [ps]
after global placement          0.683             3530            0.403             4140           694
after CTS                       0.714             3690            0.620             4460           719
after detailed placement        0.683             3530            0.404             4130           710
after global routing            0.714             3690            0.638             4340           774
final                           0.714             3690            0.613             4480           708
after floorplan                     -             2820            0.375              496           676
Power is estimated from default activity; no workload was simulated.
