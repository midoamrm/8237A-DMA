`/design/flow/run.sh`:
```
#!/bin/bash
# OpenROAD 26Q1-2900-gdf79404cd8, Yosys 0.63+post, stock flow scripts
make -C /OpenROAD-flow-scripts/flow DESIGN_CONFIG=/design/flow/config.mk WORK_HOME=/design/flow/orfs finish
```
`/design/flow/config.mk`:
```
export PLATFORM = sky130hd
export DESIGN_NAME = A0A3Decoder
export DESIGN_NICKNAME = A0A3Decoder
export VERILOG_FILES = /design/flow/design.v
export SDC_FILE = /design/flow/constraint.sdc
export NUM_CORES = 4
export LEC_CHECK = 1
export CORE_AREA = 10 10 70 70
export DIE_AREA = 0 0 80 80
```
`/design/flow/constraint.sdc`:
```
current_design A0A3Decoder

set clk_period 1.7
set clk_io_pct 0.2

create_clock -name clk0 -period $clk_period

set non_clock_inputs [all_inputs -no_clocks]
set_input_delay [expr $clk_period * $clk_io_pct] -clock clk0 $non_clock_inputs
set_output_delay [expr $clk_period * $clk_io_pct] -clock clk0 [all_outputs]
```
`/design/flow/design.v`:
```
module A0A3Decoder(clk,IOW,out_address,Address,HLDA,out_printed);
input[3:0]Address;
input IOW,HLDA,clk;
output reg[11:0]out_address;
output reg[11:0]out_printed;
always@(Address) 		 
begin
if(HLDA==0 && IOW==0)
begin
if(Address==4'b0000)out_address=12'h000;  
else if (Address==4'b0001)out_address=12'h001;  
else if (Address==4'b0010)out_address=12'h002;
else if (Address==4'b0011)out_address=12'h004;
else if (Address==4'b0100)out_address=12'h008;
else if (Address==4'b0101)out_address=12'h010;
else if (Address==4'b0110)out_address=12'h020;
else if (Address==4'b0111)out_address=12'h040;  
else if (Address==4'b1000)out_address=12'h080;
else if (Address==4'b1001)out_address=12'h100;
else if (Address==4'b1010)out_address=12'h200;  
else if (Address==4'b1011)out_address=12'h400;  
else if (Address==4'b1100)out_address=12'h800;  
end
else out_address=12'h101;		 
out_printed=out_address;
end
endmodule
```
==> impl_metrics.yaml <==
# physical design summary
outcome:
  status: "finished with violations"
  violations: "setup timing"
yosys:
  syn_area_um2: 325.3
  synth_chip_area_um2: 325.3
  yosys_warnings: 1
  xor_area_frac: 0
  ys_sh_mux: 0
  yosys_most_used_dff: "dlxtn_1"
  yosys.area.top_type: "dlxtn_1"
  top_cells_by_area: "dlxtn_1 (55%), or4b_4 (8.5%), nor2_1 (6.9%)"
  synth_cell_types: 13
  logic_family: "simple AND/OR/NAND/NOR gates"
  top_area_frac: 0.5538
  ys_cells: 33
  edf_count: 0
  yosys_register_bits: 12
  synth_area_per_cell_um2: 9.858
  aoi_share: 0.07308
  yosys-top-cells-count: "dlxtn_1 (12), nor2_1 (6)"
  synth_adder_area_share: 0
  simple_gate_area_frac: 0.3731
  synthArstFlopShare: 0
  most_common_cell: "dlxtn_1"
  synthCells: 33
drt:
  drtAntennaViolNets: 0
  via_per_inst: 3.305
  route.vias.total: 423
  drtIter0Drc: 8
  wire_per_inst_um: 10.77
  dr.pass1.iters: 2
  wl_mm: 1.378
  antenna_cells: 0
  drc: 0
min_path:
  min_path_type: "in -> out"
  hold_start: "HLDA"
floorplanning:
  die_h_um: 80
  initial_core_util: 0.09524
  die_x_um: 80
  coreArea_um2: 3416
  rows: 21
  ioPinCount: 31
  die_area_um2: 6400
power_and_ir_drop:
  power.density_nw_per_um2: 115.4
  ir_drop_mv: 0.02760
  p_leak_nw: 0.3984
setup_path:
  crit_required_ns: 1.36
  cp-start-kind: "primary input"
  critPathKind: "in -> out"
  critPathMaxStageDelay_ns: 0.57
  critPathSlowestCell: "or4b_4"
  worstSetupStartpoint: "HLDA"
  arrival_ns: 1.38
  crit_fanout: 4
  crit_chain: "buf_8 -> or4b_4 -> buf_6 -> nor2_4 -> buf_2"
  endpoint_kind: "output port"
sta:
  setup_viol_count_final: 2
  maxSlewHeadroom: 0.7647
  unclocked_pins: 12
  drv_slew: 0
  tightest_slew_ns: 0.3529
  fmax_mhz: 582.5
  rsz0062_at_grt: "yes"
  post-route-min-period_ns: 1.717
  worst_slack_ns: -0.01686
  hold_violations: 0
  unconstrained_endpoints: 24
  period_used_share: 1.010
place:
  place_hpwl_mm: 1.112
  pre_cts_ws_ns: -0.7293
  numPortBuffers: 30
  gp_congestion: 0.7399
final_layout:
  post_route_cells_drive_above_1_share: 0.6098
  largest_reg_flops: 12
  final_core_util: 0.2656
  synthToLayoutAreaGrowth_pct: 178.8
clock_tree:
  cts-hold-fix-buffers: 0
flow_run:
  drv_cap: 0
  warning_count: 35
global_routing:
  grt_pass1_wl_mm: 2.090
  grt_pass1_vias: 410
  antenna_found_initial: 0
  grt_max_degree: 13
  grt_overflow: 0
  grt_usage: 0.03864
[cell type report]
type	count	area (um2)
sequential	12	180.2
timing repair buffer	49	422.9
tap	46	57.56
multi-input combinational	21	246.5
fill	356	2509
[placed cells by master (no fill, tap or decap), drive strengths merged]
master         count
dlygate4sd2        3
nor3               2
or2b               1
buf               30
nor4               2
nand2b             2
dlxtn             12
nor2               6
dlymetal6s2s       1
clkdlybuf4s50     13
o2111a             1
or4b               2
clkdlybuf4s15      2
or2                1
o21ai              1
nand2              1
and3               1
o31ai              1
[critical path, delay by kind of cell]
family                 cells  cell delay [ns]
buffers and inverters      3             0.36
and+or+nand+nor            2             0.68
[per-layer routing]
| metal | track usage | wire length, um | vias to the layer above |
|---|---|---|---|
| li1 | - | - | 214 |
| met2 | 0.07785 | 687 | 17 |
| met4 | 0 | 0 | 0 |
| met3 | 0.01023 | 157 | 0 |
| met1 | 0.04049 | 533 | 192 |
| met5 | 0 | 0 | - |
[report_power, final]
group | internal (W) | leakage (nW) | switching [W] | total, W
Sequential | 0.00000756 | 0.0931 | 0.000000489 | 0.00000805
Clock | 0 | 0 | 0 | 0
Combinational | 0.0000539 | 0.305 | 0.0000428 | 0.0000967
Total | 0.0000614 | 0.398 | 0.0000433 | 0.000105
[metrics by stage]
step / TNS [ns] / instances / cell area, um2 / total power (W) / hold slack (ns)
detailed placement: -7.694 / 121 / 773.2 / 0.00008121 / 1.796
global route: -0.1308 / 128 / 907.1 / 0.0001122 / 1.004
finish: -0.01731 / 128 / 907.1 / 0.0001047 / 0.9813
CTS: -0.1597 / 128 / 900.9 / 0.0001049 / 1.060
floorplan: 0 / 33 / 325.3 / 0.00002216 / 0.6966
global placement: -7.620 / 121 / 773.2 / 0.00008046 / 1.787
[worst paths after layout]
check | slack, ns | depth (start not counted) | end
min | 0.98 | 4 | out_printed[8]
max | -0.02 | 5 | out_printed[5]
[logic make-up (layout without fill, tap and decap cells)]
family | Yosys count | after routing
buf+inv | 0 | 49
compound gates | 3 | 3
simple gates | 18 | 18
latches | 12 | 12
[timing repair]
item / 4_1_cts / 5_1_grt
pin swaps: 12 / 7
buffers inserted: 7 / 0
endpoints found under the setup margin: 12 / 9
gates resized: 77 / 2
Power is estimated from default activity; no workload was simulated.
