`design/flow/design.v`:
```
module holdRequest(DREQ0,DREQ1,DREQ2,DREQ3,HRQ);  
input DREQ0,DREQ1,DREQ2,DREQ3;
output reg HRQ;
always@(DREQ0,DREQ1,DREQ2,DREQ3)
begin
HRQ=1;
end
endmodule
module channels_priority(Reset,TC,DREQ0,DREQ1,DREQ2,DREQ3,DACK0,DACK1,DACK2,DACK3,ch0,ch1,ch2,ch3,ch_out,HLDA,COMMAND,MASK,REQUEST,clk);
input TC;
input [7:0]COMMAND;
input [3:0]MASK , REQUEST;
input [15:0]ch0,ch1,ch2,ch3;
input DREQ0,DREQ1,DREQ2,DREQ3,HLDA,clk,Reset;
output reg DACK0,DACK1,DACK2,DACK3;
output reg[15:0]ch_out;
initial 
begin
DACK0=0;DACK1=0;DACK2=0;DACK3=0;
end
always @(posedge clk)
begin
if(Reset) begin DACK0=0;DACK1=0;DACK2=0;DACK3=0;
end
else
begin
if(TC==1) begin DACK0=0;DACK1=0;DACK2=0;DACK3=0; end		 
if(REQUEST[2]==0 && HLDA==1)			 
begin
if(COMMAND[6] == 0 && COMMAND[7])		 
begin
if(DREQ0 && MASK[0]==0)		begin DACK0=1; ch_out=ch0; end	 
else if(DREQ1 && MASK[1]==0)	begin DACK1=1; ch_out=ch1; end
else if(DREQ2 && MASK[2]==0)	begin DACK2=1; ch_out=ch2; end
else if(DREQ3 && MASK[3]==0)	begin DACK3=1; ch_out=ch3; end
end
end
else if(REQUEST[2]==1 && HLDA==1)						
begin 
if(REQUEST[1:0]==2'b00)		begin DACK0=1; ch_out=ch0; end		 
else if(REQUEST[1:0]==2'b01)	begin DACK1=1; ch_out=ch1; end
else if(REQUEST[1:0]==2'b10)	begin DACK2=1; ch_out=ch2; end
else if(REQUEST[1:0]==2'b11)	begin DACK3=1; ch_out=ch2; end
end
end 
end
endmodule
```
`design/flow/run.sh`:
```
#!/bin/bash
# OpenROAD 26Q1-2900-gdf79404cd8, Yosys 0.63+post, stock flow scripts
make -C /OpenROAD-flow-scripts/flow DESIGN_CONFIG=/design/flow/config.mk WORK_HOME=/design/flow/orfs finish
```
`design/flow/config.mk`:
```
export PLATFORM = sky130hd
export DESIGN_NAME = channels_priority
export DESIGN_NICKNAME = channels_priority
export VERILOG_FILES = /design/flow/design.v
export SDC_FILE = /design/flow/constraint.sdc
export NUM_CORES = 4
export LEC_CHECK = 1
export CORE_UTILIZATION = 30
```
`design/flow/constraint.sdc`:
```
current_design channels_priority

set clk_period 3.8
set clk_io_pct 0.2

create_clock -name clk0 -period $clk_period [get_ports {clk}]

set non_clock_inputs [all_inputs -no_clocks]
set_input_delay [expr $clk_period * $clk_io_pct] -clock clk0 $non_clock_inputs
set_output_delay [expr $clk_period * $clk_io_pct] -clock clk0 [all_outputs]
```
==> results.ini <==
[floorplan]
fp.dieW_um = 78.4
io_pins = 108
fp_util_pct = 31.4
coreArea_um2 = 5570
chipArea_um2 = 6140
die_y_um = 78.4
rows = 27

[worst_setup_path]
path_class = in2reg
reg2reg_slack_ns = 2.77
critPathSlowestCell = nor2b_4
cp.depth = 6
cp.required_ns = 3.76
cp_cell_sequence = clkdlybuf4s50_1 -> nor2b_4 -> a21oi_2 -> a31o_2 -> a221oi_2 -> buf_4
slowest_delay_ns = 0.51
end_kind = flip-flop
crit_end = ch_out[3]
crit_start = DREQ1
reg2reg_to = DACK2
arrival_ns = 2.72
path_delay_family = buffers and inverters
cp_num_buf_inv = 2
timing.rr.start = DACK2
rr_worst_depth = 3
crit_fanout = 19
startpoint_type = input port

[grt]
grt_max_degree = 35
grt_antenna_before_repair = 0
grt_pass1_vias = 1808
grt_pass1_wl_um = 9560
grt_usage_pct = 20.8
overflow = 0

[route]
drt_iter0_markers = 117
wirelength_um = 6250
dr.pass1.iters = 4
vias_per_cell = 5.33
drc = 0
dr_total_vias = 1988
wl_per_cell_um = 16.7
diodes = 0
antenna_left = 0

[yosys]
ys_ff = 20
topCellsByArea = edfxtp_1 (27%), o21ai_0 (11%), mux2i_1 (9.2%), a221oi_1 (9.0%), nand2_1 (7.5%)
top_area_cell = edfxtp_1
yosys_warnings = 1
edf_count = 16
synth.avg_cell_area_um2 = 8.41
synth-main-ff-cell = edfxtp_1
yosys-stat-area_um2 = 1750
top_area_share_pct = 27.5
synthCells = 208
ys_cells = 208
synth_cell_type_count = 34
synthArstFlopShare_pct = 0
yosysMostFrequentCell = o21ai_0
yosysSeqAreaShare_pct = 32.0
netlist_top_cells_count = o21ai_0 (40), nand2_1 (35), a221oi_1 (18)
synth_area_um2 = 1750

[layout]
utilization_pct = 51.0
fillers = 521
flop_area_um2 = 561
area.combinational_um2 = 1080
area_delta_synth_final_pct = 62.4
drive_gt1_share_pct = 6.31
fin_cells = 373

[timing]
period_used_pct = 72.7
timing.final.crit_period_ns = 2.76
tightest_slew_ns = 0.872
fmax_ghz = 0.362
setup_viol = 0
finClkSkew_ns = 0
setup_tns_ns = 0
rsz0062_at_grt = false
slew_headroom_pct = 41.8
slew_viol_final = 0
hold_viol = 0

[clock_network]
htree_levels = 1
cts_buffers = 3
postCtsSetupRepairBufs = 0
insertion_delay_ns = 0.26
cts.repair.resized = 0
clkSinkCount = 20
clock_path_buffers = 2
clockRootBuffer = clkbuf_8
clk_pin_slew_ns = 0.08
ctsHoldBuffers = 0
tritoncts = done

[job]
log.warning_count = 34
max_cap_viol_count = 0

[place]
dp_hpwl_um = 4170
placedCellCount = 369
place_congestion = 0.853
port_buffers = 100

[pwr]
cellLeakagePower_nw = 1.08
ir_drop_uv = 141
p_per_area_nw_per_um2 = 235

[min_path]
hp-class = reg2reg

[run_status]
outcome = completed

## report_power, final
group          internal (W)  switching (W)  leakage, nW
sequential         0.000258     0.00000463        0.176
clock             0.0000748      0.0000776       0.0228
combinational      0.000150       0.000101        0.883
total              0.000483       0.000184         1.08
## per-layer routing
layer | part of all wire, % | vias up | GRT usage, %
met5 | 0 | - | 0
met4 | 0.85 | 0 | 1.67
met3 | 6.6 | 4 | 2.95
met2 | 48 | 86 | 35.0
met1 | 44 | 925 | 30.2
li1 | - | 973 | -
## flip-flops by register name, summed over array words and instances, names as in the netlist
signal  count
ch_out     16
DACK1       1
DACK3       1
DACK0       1
DACK2       1
## cell type report
class,count,share of cell area (%)
clock buffers,4,1.59
repair buffers,106,36.8
inverters,4,0.528
flip-flops and latches,20,19.7
well taps,72,3.17
multi-input cells,167,38.2
## worst min-delay path by stage
stage	from	to	slack, ns	depth (start not counted)
global route	DACK0	DACK0	0.50	2
finish	DACK0	DACK0	0.48	2
CTS	DACK0	DACK0	0.48	2
## worst register-to-register path: stages (launching register included)
cell and delay (ns):
dfxtp_1 0.36, nand2_1 0.09, o221a_2 0.26, a311oi_2 0.23
## logic make-up (layout without fill, tap and decap cells)
logic type	after synthesis	count (layout)	synth area share (%)
AOI/OAI and AO/OA	93	93	34.6
and+or+nand+nor	55	55	15.7
buffers and inverters	21	114	6.29
DFF	20	20	32.0
muxes	16	16	9.16
adders and majority gates	3	3	2.15
## through the flow
step	total power, W	hold slack (ns)	setup WS, ns	cell area (um^2)
final	0.000667	0.482	1.04	2840
after floorplan	0.000370	0.401	0.713	1750
after detailed placement	0.000518	0.452	0.745	2800
after global routing	0.000703	0.504	0.921	2840
after global placement	0.000517	0.458	0.767	2800
after CTS	0.000671	0.485	1.02	2840
## layout by cell type (no fill, tap or decap), types with 2 or more instances in the layout
cell type	netlist	routed
mux2i_1	16	16
buf_4	1	6
nor2_1	3	3
nand2_1	35	35
o21ai_0	40	40
nand3_1	2	2
a21o_1	16	16
clkdlybuf4s50_1	0	100
nand2b_1	5	5
edfxtp_1	16	16
a221oi_1	18	17
nor2b_1	2	2
clkbuf_8	0	3
o21ai_1	9	9
inv_1	4	4
dfxtp_1	4	4
a21oi_1	3	3
ha_1	3	3
No activity file was given, so power comes from the tool's default toggle rates.
